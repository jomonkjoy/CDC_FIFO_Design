==> flow/design.v <==
module async_fifo_core #(
  parameter int SYNC_STAGE = 3,
  parameter int ADDR_WIDTH = 3,
  parameter int DATA_WIDTH = 8
) (
  input  logic                  wclk,
  input  logic                  wreset,
  input  logic                  wen,
  input  logic [DATA_WIDTH-1:0] wdata,
  output logic                  wfull,
  input  logic                  rclk,
  input  logic                  rreset,
  input  logic                  ren,
  output logic [DATA_WIDTH-1:0] rdata,
  output logic                  rempty
);
  logic [ADDR_WIDTH-0:0] wptr,rptr;
  logic [ADDR_WIDTH-0:0] r_wptr,w_rptr;
  logic [ADDR_WIDTH-1:0] waddr,raddr;
  logic wincr,rincr;
  assign wincr = wen & ~wfull;
  assign rincr = ren & ~rempty;
  async_fifo_gray_sync #( .DATA_WIDTH (ADDR_WIDTH+1), .SYNC_STAGE (SYNC_STAGE) ) gray_sync_wptr (
    .clk  (rclk), .din  (wptr), .dout (r_wptr) 
  );
  async_fifo_gray_sync #( .DATA_WIDTH (ADDR_WIDTH+1), .SYNC_STAGE (SYNC_STAGE) ) gray_sync_rptr (
    .clk  (wclk), .din  (rptr), .dout (w_rptr) 
  );
  async_fifo_dpram #( .ADDR_WIDTH (ADDR_WIDTH), .DATA_WIDTH (DATA_WIDTH) ) async_fifo_dpram (
    .clk(wclk), .wen(wincr), .waddr(waddr), .wdata(wdata), .raddr(raddr), .rdata(rdata) 
  );
  async_fifo_rptr_empty #( .ADDR_WIDTH (ADDR_WIDTH) ) rptr_empty (
    .clk(rclk), .reset(rreset), .rincr(rincr), .r_wptr(r_wptr), .rptr(rptr), .raddr(raddr), .rempty(rempty) 
  );
  async_fifo_wptr_full #( .ADDR_WIDTH (ADDR_WIDTH) ) wptr_full (
    .clk(wclk), .reset(wreset), .wincr(wincr), .w_rptr(w_rptr), .wptr(wptr), .waddr(waddr), .wfull(wfull) 
  );
endmodule
module async_fifo_rptr_empty #( 
  parameter int ADDR_WIDTH = 4 
) (
  input  logic clk,
  input  logic reset,
  input  logic rincr,
  input  logic [ADDR_WIDTH-0:0] r_wptr,
  output logic [ADDR_WIDTH-0:0] rptr,
  output logic [ADDR_WIDTH-1:0] raddr,
  output logic rempty
);
  logic rempty_val;
  logic [ADDR_WIDTH:0] rbin;
  logic [ADDR_WIDTH:0] rgraynext, rbinnext;
  always_ff @(posedge clk or posedge reset) begin
    if (reset) begin
      rbin <= {ADDR_WIDTH+1{1'b0}};
      rptr <= {ADDR_WIDTH+1{1'b0}};
    end else begin
      rbin <= rbinnext;
      rptr <= rgraynext;
    end
  end
  assign raddr      = rbin[ADDR_WIDTH-1:0];
  assign rbinnext   = rbin + rincr;
  assign rgraynext  = (rbinnext>>1) ^ rbinnext;
  assign rempty_val = (rgraynext == r_wptr);
  always_ff @(posedge clk or posedge reset) begin
    if (reset) begin
      rempty <= 1'b1;
    end else begin
      rempty <= rempty_val;
    end
  end
endmodule
module async_fifo_wptr_full #( 
  parameter int ADDR_WIDTH = 4 
) (
  input  logic clk,
  input  logic reset,
  input  logic wincr,
  input  logic [ADDR_WIDTH-0:0] w_rptr,
  output logic [ADDR_WIDTH-0:0] wptr,
  output logic [ADDR_WIDTH-1:0] waddr,
  output logic wfull
);
  logic wfull_val;
  logic [ADDR_WIDTH:0] wbin;
  logic [ADDR_WIDTH:0] wgraynext, wbinnext;
  always_ff @(posedge clk or posedge reset) begin
    if (reset) begin
      wbin <= {ADDR_WIDTH+1{1'b0}};
      wptr <= {ADDR_WIDTH+1{1'b0}};
    end else begin
      wbin <= wbinnext;
      wptr <= wgraynext;
    end
  end
  assign waddr     = wbin[ADDR_WIDTH-1:0];
  assign wbinnext  = wbin + wincr;
  assign wgraynext = (wbinnext>>1) ^ wbinnext;
  assign wfull_val = (wgraynext=={~w_rptr[ADDR_WIDTH:ADDR_WIDTH-1], w_rptr[ADDR_WIDTH-2:0]});
  always_ff @(posedge clk or posedge reset) begin
    if (reset) begin
      wfull <= 1'b0;
    end else begin
      wfull <= wfull_val;
    end
  end
endmodule
module async_fifo_dpram #(
  parameter int ADDR_WIDTH = 3,
  parameter int DATA_WIDTH = 8
) (
  input  logic                  clk,
  input  logic                  wen,
  input  logic [ADDR_WIDTH-1:0] waddr,
  input  logic [DATA_WIDTH-1:0] wdata,
  input  logic [ADDR_WIDTH-1:0] raddr,
  output logic [DATA_WIDTH-1:0] rdata
);
  localparam ADDR_DEPTH = 2**ADDR_WIDTH;
  (* ram_style = "distributed" *)
  logic [DATA_WIDTH-1:0] mem[ADDR_DEPTH];
  always_ff @(posedge clk) begin
    if (wen) begin
      mem[waddr] <= wdata;
    end
  end
  assign rdata = mem[raddr];
endmodule
module async_fifo_data_sync #(
  parameter int SYNC_STAGE = 3
) (
  input  logic clk,
  input  logic din,
  output logic dout
);
  (* ASYNC_REG = "TRUE" *) 
  logic [SYNC_STAGE-1:0] sync_reg;
  always_ff @(posedge clk) begin
    sync_reg <= {sync_reg[SYNC_STAGE-2:0],din};
  end
  assign dout = sync_reg[SYNC_STAGE-1];
endmodule
module async_fifo_gray_sync #(
  parameter int DATA_WIDTH = 4,
  parameter int SYNC_STAGE = 3
) (
  input  logic clk,
  input  logic [DATA_WIDTH-1:0] din,
  output logic [DATA_WIDTH-1:0] dout
);
  generate for(genvar i=0; i<DATA_WIDTH; i++) begin : gen_sync
    async_fifo_data_sync #(
      .SYNC_STAGE (SYNC_STAGE)
    ) data_sync (
      .clk  (clk), 
      .din  (din[i]),
      .dout (dout[i])
    );
  end endgenerate
endmodule
==> flow/run.sh <==
#!/bin/bash
# OpenROAD 26Q1-2900-gdf79404cd8, Yosys 0.63+post, stock flow scripts
make -C /OpenROAD-flow-scripts/flow DESIGN_CONFIG=/design/flow/config.mk WORK_HOME=/design/flow/orfs finish
==> flow/config.mk <==
export PLATFORM = sky130hd
export DESIGN_NAME = async_fifo_core
export DESIGN_NICKNAME = async_fifo_core
export VERILOG_FILES = /design/flow/design.v
export SDC_FILE = /design/flow/constraint.sdc
export NUM_CORES = 4
export LEC_CHECK = 1
export CORE_UTILIZATION = 30
==> flow/constraint.sdc <==
current_design async_fifo_core

set clk_period 3.3
set clk_io_pct 0.2

create_clock -name clk0 -period $clk_period [get_ports {rclk}]
create_clock -name clk1 -period $clk_period [get_ports {wclk}]

set non_clock_inputs [all_inputs -no_clocks]
set_input_delay [expr $clk_period * $clk_io_pct] -clock clk0 $non_clock_inputs
set_output_delay [expr $clk_period * $clk_io_pct] -clock clk0 [all_outputs]
==> reports/results.tsv <==
metric	value	unit
internal power	3.29	mW
final standard cell count with taps included and fillers excluded	410	
placeable core region	12100	um2
number of placed cells counting well taps	390	
Final Skew	0.00374	ns
DR DRC count	0	
clk slew on worst S/H paths	0.06	ns
max-cap check violation count	0	
WP buf/inv	2	
cell class contributing the biggest share of worst-path delay	multiplexers	
violation count after the first detailed-routing iteration	67	
number of optimization iterations in the first detailed-route pass	4	
Worst Hold Depth	0	
starting density of the core	31.1	%
Placement Setup Slack	0.594	ns
Setup Buffers After CTS	0	
synth-to-layout area growth	22.6	%
switching share of power	26.6	%
Sequential Power Share	44.4	%
register-to-register setup slack	1.01	ns
largest net degree at the start of global routing	18	
beginning of the worst register-to-register path	rptr_empty.rbin[1]$_DFF_PP0_	
count of instances resized after the clock tree is built	0	
post-synth area from yosys stat	3760	um2
total wirelength of the detailed-routed design	6060	um
Post-DP HPWL	3740	um
number of placement rows	40	
EDFF count, synth	64	
Slowest cell on crit path	mux4_2	
CTS Sinks	104	
overall fraction of global-route tracks in use	10.8	%
leakage component of the power	1.64	nW
depth of the worst register-to-register path	5	
capturing point of the worst reg2reg path	rptr_empty.rempty$_DFF_PP1_	
flop and latch count out of synthesis	104	
tally of yosys warning messages	4	
unrepaired setup endpoints after global routing	no	
ports placed on the boundary	24	
Post-CTS Hold Fix Bufs	0	
Post-synth seq share	74.5	%
number of distinct standard cells referenced by the synthesized netlist	33	
antenna violations before repair	0	
fraction of layout cells with a size suffix above 1	24.0	%
logic gate share of total power	27.7	%
least setup slack across all paths after layout	0.436	ns
setup tns final	0	ns
worst relative slew slack	47.7	%
Syn Std Cell Area	3760	um2
Finished Cell Area	4610	um2
post-detailed-route count of antenna-violating nets	0	
IR drop worst, VDD	0.316	mV
WL/cell	14.8	um
commonest non-fill, non-tap cells in the layout	edfxtp_1 (64), dfxtp_1 (24), clkdlybuf4s50_1 (22)	
CP Max Fanout	16	
wire length of the first global-routing pass	9950	um
required time of the critical path	2.64	ns
flip-flop count of the largest register after layout	64	
data arrival time at the worst-slack endpoint	2.20	ns
Critical Path Source Type	flop	
average instance area after synthesis	19.2	um2
Clock Power Share	27.9	%
critical path's largest stage delay	0.56	ns
final core area utilization	38.1	%
final weighted congestion of routability-driven global placement	0.734	
Hold Vio Cnt, Final	0	
gate count of the mapped netlist	196	
switching pwr	1.19	mW
total via count in the routed design	1731	
worst hold path endpoint	gray_sync_rptr.gen_sync[1].data_sync.sync_reg[0]$_DFF_P_	
final setup violation count	0	
Antenna Cells	0	
crit-path cells	buf_4, mux4_2, mux2_2, clkdlybuf4s50_1	
Pins Over Slew Limit	0	
startpoint of the most critical hold path	rptr_empty.rptr[1]$_DFF_PP0_	
cell count listed in synth_stat.txt	196	
OpenROAD warning count	27	
Total Die Area	13000	um2
outcome	complete, no violations	
Tightest Hold Check Type	reg -> reg	
Avg Vias per Cell	4.22	
kind of end point of the critical path	output pin	
flip-flop cell with the highest count after synthesis	edfxtp_1	
total cell area at the placement stage	4220	um2
highest-count logic cell in the final layout	edfxtp_1	
floorplan die height	114	um
count of port buffers added during placement	22	
path type of the worst setup path	reg -> out	
vias in the first global route	1908	
Tightest Pin Transition	0.785	ns
CTS tree	done	
total overflow reported by the global router	0	
pwr dens	970	nW/um2
fraction of registers with async set/reset	15.4	%
die outline width	114	um
metrics by stage:
step	total power, mW	hold slack, ns
detailed placement	3.26	0.312
CTS	4.54	0.246
global route	4.74	0.256
floorplan	2.82	0.310
global placement	3.26	0.311
finish	4.48	0.251
power by group through the flow:
stage / Clock, mW / Combinational (mW) / Sequential, mW
4_1_cts: 1.28 / 1.27 / 2.00
5_1_grt: 1.32 / 1.38 / 2.04
6_report: 1.25 / 1.24 / 1.99
worst max-delay path by stage:
stage / startpoint / end / slack [ns] / cells after the start
after CTS: rptr_empty.rbin[0]$_DFF_PP0_ / rdata[1] / 0.39 / 4
final: rptr_empty.rbin[0]$_DFF_PP0_ / rdata[1] / 0.44 / 4
after global routing: rptr_empty.rbin[0]$_DFF_PP0_ / rdata[1] / 0.29 / 4
per-layer routing:
layer,vias up,GRT usage (%),wire (um),part of all wire (%)
met4,0,2.42,159,2.6
met3,14,5.47,575,9.5
li1,823,-,-,-
met1,826,15.7,2610,43
met2,68,15.6,2720,45
met5,-,0,0,0
cell families (layout without fill, tap and decap cells):
group                    after synthesis  after routing  synth area share, %
buffers and inverters                 12             58                 1.83
AND-OR/OR-AND                          6              6                 1.30
flip-flops                           104            104                 74.5
multiplexers                          24             24                 12.0
XOR/XNOR                              18             18                 5.15
adder cells (fa/ha/maj)                5              5                 1.63
AND/OR/NAND/NOR                       27             27                 3.62
Yosys cell counts, types with 2 or more instances:
cell / n / share of area, %
nand2_1: 2 / 0.20
nor2_1: 8 / 0.80
or3_1: 3 / 0.50
mux4_2: 16 / 9.6
nand3_1: 4 / 0.53
inv_1: 6 / 0.60
nor2b_1: 3 / 0.50
nor3_1: 3 / 0.40
buf_4: 2 / 0.40
ha_1: 4 / 1.3
edfxtp_1: 64 / 51
dfxtp_1: 24 / 13
xnor2_1: 8 / 1.9
buf_6: 2 / 0.60
xor2_1: 7 / 1.6
mux2_2: 8 / 2.4
nand2b_1: 2 / 0.33
dfrtp_1: 15 / 10
worst reg2reg max path, cell delays in order, from the launching register on:
cell and delay (ns):
dfrtp_1 0.85, buf_4 0.25, xor2_1 0.36, xor3_1 0.28, or3_1 0.33, a211oi_2 0.15
layout make-up:
| class | count | area (um2) |
|---|---|---|
| Inverter | 6 | 22.5 |
| Multi-Input combinational cell | 80 | 891 |
| Fill cell | 1117 | 7500 |
| Tap cell | 168 | 210 |
| Clock inverter | 7 | 76.3 |
| Sequential cell | 104 | 2800 |
| Timing Repair Buffer | 32 | 295 |
| Clock buffer | 13 | 314 |
Power figures rest on the tool's default switching activity, not on a simulated workload.
