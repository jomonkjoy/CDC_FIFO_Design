`flow/design.v`:
```
`timescale 1ns/1ps
module cpu_if_cdc #(
  parameter ADDR_WIDTH = 32,
  parameter DATA_WIDTH = 32
) (
  input  logic                  cpu_s_clk,
  input  logic                  cpu_s_reset,
  input  logic                  cpu_s_write,
  input  logic                  cpu_s_read,
  input  logic [ADDR_WIDTH-1:0] cpu_s_address,
  input  logic [DATA_WIDTH-1:0] cpu_s_write_data,
  output logic [DATA_WIDTH-1:0] cpu_s_read_data,
  output logic                  cpu_s_access_ready,
  output logic                  cpu_s_access_complete,
  input  logic                  cpu_m_clk,
  input  logic                  cpu_m_reset,
  output logic                  cpu_m_write,
  output logic                  cpu_m_read,
  output logic [ADDR_WIDTH-1:0] cpu_m_address,
  output logic [DATA_WIDTH-1:0] cpu_m_write_data,
  input  logic [DATA_WIDTH-1:0] cpu_m_read_data,
  input  logic                  cpu_m_access_ready,
  input  logic                  cpu_m_access_complete
);
  logic cpu_s_access_valid;
  logic cpu_m_access_valid;
  multibit_mcp_sync #(
    .DATA_WIDTH (ADDR_WIDTH+DATA_WIDTH+1)
  ) sync_request (
    .aclk   (cpu_s_clk),
    .areset (cpu_s_reset),
    .avalid (cpu_s_access_valid),
    .adata  ({cpu_s_write,cpu_s_address,cpu_s_write_data}),
    .aready (cpu_s_access_ready),
    .bclk   (cpu_m_clk),
    .breset (cpu_m_reset),
    .bvalid (cpu_m_access_valid),
    .bdata  ({cpu_m_write,cpu_m_address,cpu_m_write_data}),
    .bready (cpu_m_access_ready)
  );
  assign cpu_s_access_valid = cpu_s_write|cpu_s_read;
  assign cpu_m_read = cpu_m_access_valid&(~cpu_m_write);
  multibit_mcp_sync #(
    .DATA_WIDTH (DATA_WIDTH)
  ) sync_response (
    .aclk   (cpu_m_clk),
    .areset (cpu_m_reset),
    .avalid (cpu_m_access_complete),
    .adata  (cpu_m_read_data),
    .aready (),
    .bclk   (cpu_s_clk),
    .breset (cpu_s_reset),
    .bvalid (cpu_s_access_complete),
    .bdata  (cpu_s_read_data),
    .bready (1'b1)
  );
endmodule
module multibit_mcp_sync #(
  parameter DATA_WIDTH = 32
) (
  input  logic                  aclk,
  input  logic                  areset,
  input  logic                  avalid,
  input  logic [DATA_WIDTH-1:0] adata,
  output logic                  aready,
  input  logic                  bclk,
  input  logic                  breset,
  output logic                  bvalid,
  output logic [DATA_WIDTH-1:0] bdata,
  input  logic                  bready
);
  logic [DATA_WIDTH-1:0] data;
  always_ff @(posedge aclk) begin
    if (avalid && aready) begin
      data <= adata;
    end
  end
  logic aenable,benable;
  always_ff @(posedge aclk) begin
    if (areset) begin
      aenable <= 1'b0;
    end else begin
      aenable <= aenable ^ (avalid & aready);
    end
  end
  always_ff @(posedge bclk) begin
    if (bvalid && bready) begin
      bdata <= data;
    end
  end
  logic aack,back;
  always_ff @(posedge bclk) begin
    if (breset) begin
      back <= 1'b0;
    end else begin
      back <= back ^ (bvalid & bready);
    end
  end
  multibit_mcp_tx_fsm
  multibit_mcp_tx_fsm_inst (
    .clk(aclk),
    .reset(areset),
    .valid(avalid),
    .ack(aack),
    .ready(aready)
  );
  multibit_mcp_rx_fsm
  multibit_mcp_rx_fsm_inst (
    .clk(bclk),
    .reset(breset),
    .enable(benable),
    .ready(bready),
    .valid(bvalid)
  );
  multibit_mcp_double_sync_pulsegen
  multibit_mcp_double_sync_pulsegen_aack (
    .clk(aclk),
    .reset(areset),
    .d(back),
    .p(aack)
  );
  multibit_mcp_double_sync_pulsegen
  multibit_mcp_double_sync_pulsegen_benable (
    .clk(bclk),
    .reset(breset),
    .d(aenable),
    .p(benable)
  );
endmodule
module multibit_mcp_tx_fsm (
  input  logic clk,
  input  logic reset,
  input  logic valid,
  input  logic ack,
  output logic ready
);
  enum logic {IDLE=1'b1,BUSY=1'b0} state;
  always_ff @(posedge clk) begin
    if (reset) begin
      state <= IDLE;
    end else begin
      case (state)  
        IDLE : state <= valid ? BUSY : IDLE;
        BUSY : state <= ack   ? IDLE : BUSY;
      endcase
    end
  end
  assign ready = state;
endmodule
module multibit_mcp_rx_fsm (
  input  logic clk,
  input  logic reset,
  input  logic enable,
  input  logic ready,
  output logic valid
);
  enum logic {IDLE=1'b0,VALID=1'b1} state;
  always_ff @(posedge clk) begin
    if (reset) begin
      state <= IDLE;
    end else begin
      case (state)  
        IDLE  : state <= enable ? VALID : IDLE;
        VALID : state <= ready  ? IDLE  : VALID;
      endcase
    end
  end
  assign valid = state;
endmodule
module multibit_mcp_double_sync_pulsegen (
  input  logic clk,
  input  logic reset,
  input  logic d,
  output logic p
);
  logic q0,q;
  logic q_r;
  always_ff @(posedge clk) begin
    if (reset) begin
      {q,q0} <= '0;
    end else begin
      {q,q0} <= {q0,d};
    end
  end
  always_ff @(posedge clk) begin
    if (reset) begin
      q_r <= '0;
    end else begin
      q_r <= q;
    end
  end
  assign p = q^q_r;
endmodule
```
`flow/run.sh`:
```
#!/bin/bash
# OpenROAD 26Q1-2900-gdf79404cd8, Yosys 0.63+post, stock flow scripts
make -C /OpenROAD-flow-scripts/flow DESIGN_CONFIG=/design/flow/config.mk WORK_HOME=/design/flow/orfs finish
```
`flow/config.mk`:
```
export PLATFORM = sky130hd
export DESIGN_NAME = cpu_if_cdc
export DESIGN_NICKNAME = cpu_if_cdc
export VERILOG_FILES = /design/flow/design.v
export SDC_FILE = /design/flow/constraint.sdc
export NUM_CORES = 4
export LEC_CHECK = 1
export CORE_UTILIZATION = 50
```
`flow/constraint.sdc`:
```
current_design cpu_if_cdc

set clk_period 5.1
set clk_io_pct 0.2

create_clock -name clk0 -period $clk_period [get_ports {cpu_m_clk}]
create_clock -name clk1 -period $clk_period [get_ports {cpu_s_clk}]

set non_clock_inputs [all_inputs -no_clocks]
set_input_delay [expr $clk_period * $clk_io_pct] -clock clk0 $non_clock_inputs
set_output_delay [expr $clk_period * $clk_io_pct] -clock clk0 [all_outputs]
```
==> run notes <==
From the run reports.

- The run finished with clean final reports.
- The chip height reads between 100 and 150 um.
- The layout overhead on the synthesized area is 43.80%.
- The worst setup skew after layout reads around 0.0058 ns.
- The number of cells on the worst reg-to-reg path is 2.
- The clock transition at the register clock pins on the worst setup and hold paths after CTS reads around 0.07 ns.
- The final-layout fill cell count is 778.
- The number of diodes reads 0.
- The global-route wire length before repair is approximately 16000 um.
- The post-CTS setup buffer count reads 0.
- The number of max-cap violations is 0.
- Summed over all layers, the routed wires come to between 10000 and 15000 um.
- Buffers inserted to repair hold after CTS numbered 0.
- TritonCTS built the clock tree.
- The most critical setup path has its endpoint at sync_request.bdata[7].
- Endpoints failing hold in the final report were tallied at 0.
- The setup TNS reads 0 ns.
- The internal portion of total power is 2.958 mW.
- The clock sink total is 214.
- The total number of vias reads around 3.0k.
- Per the OpenROAD power report, leakage power amounts to approximately 3.2 nW.
- The remaining number of nets flagged by the antenna check after routing is 0.
- The most common logic cells in the final layout are clkdlybuf4s50_1 (202), edfxtp_1 (194), dfxtp_1 (20).
- The highest net fanout along the worst path reads 39.
- The count of mapped cells out of synthesis is 256.
- The I/O pin count reads between 200 and 250.
- At the pin with the least slew margin, the transition time is ~0.64 ns.
- Using the TritonRoute via totals, the vias-per-cell ratio works out to between 4 and 5.
- The kind of capture point of the worst setup path is a register.
- The residual DRC count is 0.
- The all-layer global routing usage is a little under a fifth.
- For this run the detailed placement stage logged an HPWL of between 7000 and 8000 um.
- After Yosys synthesis, XOR and XNOR cells account for less than 1% of the synthesized area.
- The core utilization before placement reads between 50% and 60%.
- The total of buffers placed on input and output ports is between 200 and 250.
- The post-synthesis chip area from yosys reads between 6000 and 7000 um2.
- The distinct cell type count after synthesis reads 16.
- The beginning of the critical path is cpu_m_access_ready.
- Per the timing report, the most critical flop-to-flop path originates at sync_request.multibit_mcp_rx_fsm_inst.state.
- The number of standard cells reported by yosys is between 200 and 300.
- The fraction of the mapped netlist area in adder cells reads 0%.
- The width of the die is between 100 and 150 um.
- The endpoint required time on the critical path is 5.09 ns.
- The fraction of the mapped netlist area in compound gates is less than 1%.
- The peak supply drop is approximately 0.23 mV.
- For this run, the number of Yosys warnings is 5.
- Note that the worst hold path type here is register to register.
- The first-iteration detailed-routing DRC count is approximately 140.
- After detailed routing, the average wire length per cell comes to 16.12 um.
- The worst hold slack reads 0.4072 ns.
- The post-cts resize count reads 0.
- The share of post-route cells with drive strength above 1 is roughly 7.0%.
- The average cell area after synthesis reads roughly 25 um2.
- The fraction of power spent switching nets is a little under a fifth.
- The critical path in this run is classified as primary input to register.
- Of the combinational cells, the family taking the most area is simple AND/OR/NAND/NOR gates.
- The library cell used most frequently in the layout, excluding fill and tap cells, is clkdlybuf4s50_1.
- Sequential cells burn between 50% and 60% of the power.
- The worst setup path is launched from a primary input.
- The global placement routability congestion is roughly 0.78.
- The detailed-routing iteration count for the pre-antenna-repair pass reads 4.
- The via count of the first global-routing pass reads roughly 2.9k.
- The largest net degree at the start of global routing is around 40.
- The number of failing setup endpoints in the final timing report reads 0.
- The synthesized netlist devotes under 10% of its cell area to simple gates.
- According to the floorplan report, the total die area is 13460 um2.
- The share of synthesized area spent on multiplexers reads 0.2310%.
- The clock share of power is 37.8%.
- The area inside the core boundary reads about 13000 um2.
- The setup check on the worst reg-to-reg path leaves a slack of approximately 3.3 ns.
- For reference, the placement row count at floorplan is 41.
- The area of the mapped netlist reads 6499 um2.
- The endpoint of the most critical register-to-register path reads sync_request.bdata[7].
- At the worst endpoint, the arrival time is between 2 and 3 ns.
- Setup repair after global routing left no endpoint under its margin.
- The power report puts the net switching power at 0.6700 mW.
- The power share of the combinational group is 5.1%.
- The fraction of the yosys area taken by sequential cells is between 90% and 100%.
- The initial antenna violation count is 0.
- Per the GRT congestion report, total overflow comes to 0.
- Per the final report, max-transition violations number 0.
- The relative slew slack is 57.50%.
- Across all stage logs, warnings added up to 27.
- The number of cells on the worst hold path reads 0.
- In this run, synthesis produced a sequential element count of 214.
- The ratio of total power to cell area is around 390 nW/um2.
logic make-up after synthesis:
kind of cell,count (synthesis)
AND-OR/OR-AND,8
XOR/XNOR,5
buffers and inverters,5
flip-flops,214
multiplexers,1
AND/OR/NAND/NOR,23
critical path, cell delays in order:
cell	delay [ns]
clkdlybuf4s50_1	0.51
and2_2	0.57
buf_4	0.55
sequential cells by signal, summed over array words and instances (netlist names), 32 cells and up:
name and cells:
sync_request.bdata 65, sync_request.data 65, sync_response.bdata 32, sync_response.data 32
synth_stat cells:
cell type,n,area [um2]
edfxtp_1,194,5826
dfxtp_1,20,400.4
nor2b_1,13,81.33
nor2_1,5,18.77
xnor2_1,5,43.79
inv_1,3,11.26
a21bo_2,2,20.02
a21oi_1,2,10.01
a22oi_1,2,15.01
and2_1,2,12.51
buf_2,2,10.01
nand3b_1,2,15.01
a211oi_1,1,7.510
mux2_4,1,15.01
nor3_1,1,5.000
o21a_1,1,7.510
power by group through the flow:
stage,Combinational (mW),Clock (mW),Sequential (mW)
4_1_cts,0.190,1.42,2.07
5_1_grt,0.203,1.49,2.08
6_report,0.186,1.37,2.07
worst min-delay path by stage:
stage	startpoint	to
final	sync_request.data[61]	sync_request.bdata[61]
after global routing	sync_request.data[4]	sync_request.bdata[4]
after CTS	sync_request.data[61]	sync_request.bdata[61]
routing by layer:
metal	vias up	GRT usage (%)	routed length [um]
li1	1442	-	-
met1	1419	30.42	3901
met2	140	26.15	5228
met3	30	8.791	1105
met4	0	5.299	420
met5	-	0	0
stage by stage:
step / worst slack [ns] / utilization (%) / total power [mW] / instances / instance area [um2]
CTS: 2.395 / 73.75 / 3.683 / 661 / 9345
global route: 2.309 / 73.75 / 3.773 / 661 / 9345
floorplan: 2.047 / - / 2.155 / 256 / 6499
finish: 2.432 / 73.75 / 3.628 / 661 / 9345
detailed placement: 2.023 / 69.17 / 2.299 / 632 / 8765
global placement: 2.053 / 69.17 / 2.293 / 632 / 8765
final cells by class:
type,instances,area [um2],share of cell area [%]
clock inverters,9,122.6,1.312
flip-flops and latches,214,6226,66.62
multi-input cells,37,260.3,2.785
inverters,3,11.26,0.1205
well taps,172,215.2,2.303
repair buffers,206,2052,21.96
clock buffers,20,457.9,4.900
Power is estimated from default activity; no workload was simulated.
